## design.v

```verilog
module mod_a (
  input        clk,
  input        rst_x,
  input  [7:0] i_in,
  output reg [7:0] o_out
);
always @(posedge clk or negedge rst_x) begin
  if (~rst_x) o_out <= 8'h0;
  else o_out <= i_in;
end
endmodule
module mod_b (
  input        clk,
  input        rst_x,
  input  [7:0] i_in,
  output reg [7:0] o_out
);
always @(posedge clk or negedge rst_x) begin
  if (~rst_x) o_out <= 8'h0;
  else o_out <= ~i_in;
end
endmodule
module mod_top (
  input clk,
  input rst_x,
  input [7:0] i_in,
  output [7:0] o_out
);
wire [7:0] w_out_a;
mod_a u_mod_a (
  .clk(clk),
  .rst_x(rst_x),
  .i_in(i_in),
  .o_out(w_out_a)
);
mod_b u_mod_b (
  .clk(clk),
  .rst_x(rst_x),
  .i_in(w_out_a),
  .o_out(o_out)
);
endmodule
```

## run.sh

```bash
#!/bin/bash
# OpenROAD 26Q1-2900-gdf79404cd8, Yosys 0.63+post, stock flow scripts
make -C /OpenROAD-flow-scripts/flow DESIGN_CONFIG=/design/flow/config.mk WORK_HOME=/design/flow/orfs finish
```

## config.mk

```make
export PLATFORM = sky130hd
export DESIGN_NAME = mod_top
export DESIGN_NICKNAME = mod_top
export VERILOG_FILES = /design/flow/design.v
export SDC_FILE = /design/flow/constraint.sdc
export NUM_CORES = 4
export LEC_CHECK = 1
export CORE_AREA = 10 10 70 70
export DIE_AREA = 0 0 80 80
```

## constraint.sdc

```tcl
current_design mod_top

set clk_period 1.0
set clk_io_pct 0.2

create_clock -name clk0 -period $clk_period [get_ports {clk}]

set non_clock_inputs [all_inputs -no_clocks]
set_input_delay [expr $clk_period * $clk_io_pct] -clock clk0 $non_clock_inputs
set_output_delay [expr $clk_period * $clk_io_pct] -clock clk0 [all_outputs]
```

==> metrics.cfg <==
[clock_network]
cts_buffer_depth=2
htreeDepth=1
clkSlewWorstSetupHoldPaths_ns=0.07
cts-root-buf=clkbuf_4
post_cts_buffers=0
cts_tree=done
insertion_delay_ns=0.26
cts_buffers=3
cts_num_sinks=16

[route]
vias_per_cell=2.511
vias=231
diodes=0
drtIter0Drc=6
wirelength_um=696
drc=0
dr.pass1.iters=2
ant_nets=0
wl_per_cell_um=7.565

[pwr]
pwr-share-comb_pct=6.6
power_frac_clock_pct=27.6
totalPowerFinal_mw=1.043
p_leak_nw=0.3191
sequentialPowerShare_pct=65.7
p_int_uw=865.6
switching_share_pct=17.03
worst_ir_drop_vdd_uv=324.4
pwr_density_cell_nw_per_um2=1591
p_switching_uw=177.7

[logic_synthesis]
ys_chip_area_um2=430.4
yosys_warnings=2
yosys.stat.seqShare_pct=93.02
ys_cells=24
synth_cell_types=2
syn_inst=24
synth_flops=16
avgSynthCellArea_um2=17.93
syn-cell-area_um2=430.4

[worst_setup_path]
critPathSlowestCell=dfrtp_1
max_stage_delay_ns=0.36
end_kind=output pin
r2r_end=u_mod_b.o_out[7]
critical_path_required_ns=0.80
criticalPathCategory=reg2out
crit_fanout=1
critPathTopFamily=flip-flops
rrSetupSlack_ns=0.54
crit_chain=buf_2
worstPathArrival_ns=0.73
cp_num_cells=1
reg2regPathDepth=1
start_kind=register
r2r_start=u_mod_a.o_out[7]
cp_num_buf_inv=1

[placement]
postPlaceCellArea_um2=673.1
numPortBuffers=17
dpl.cell_count=89
gp_congestion=0.6768
post-place-ws_ns=0.02887

[floorplan]
die_w_um=80
io_pins=18
rows=21
chipArea_um2=6400
core_area_um2=3416
die_h_um=80
fp-utilization_pct=12.60

[final_timing]
finalSetupViolCount=0
maxSlewViolCount=0
rsz0062_at_grt=false
fmax_ghz=1.072
skew_ns=0.0002111
worst_pin_slew_ns=0.09967
setup-tns-final_ns=0
holdWs_ns=0.2402
relSlewSlack_pct=93.36
min_period_ns=0.9324
final_hold_viol_count=0
period_used_pct=93.24
setup_ws_ns=0.06758

[run_status]
status=finished clean

[flow_run]
warning_count=25
max_cap_viol_count=0

[global_routing]
grt_overflow=0
grt_antenna_before_repair=0
grtUsageTotal_pct=2.133
grt_pass1_vias=257
grt_max_degree=9
grt_pass1_wl_um=1090

[min_path]
hold_path.class=in2async

[finish]
comb_area_um2=0
stdcell_area_um2=655.6
area.growth.synth_to_final_pct=52.33
fin_cells=92
post_route_cells_drive_above_1_share_pct=28.26
utilization_pct=19.19
comb_cells=0

-- cell usage after synthesis (all sizes together) --
cell / count / share of area (%)
dfrtp: 16 / 93
inv: 8 / 7.0
-- routing by layer --
layer	routed length (um)	global-route usage, %	vias up
met4	34	1.408	0
met2	362	3.692	11
met1	190	1.791	107
li1	-	-	111
met5	0	0	-
met3	110	1.250	2
-- cells in the final DEF, fill, tap and decap left out --
master            n
buf_2             8
inv_1             8
clkdlybuf4s50_1   9
buf_4             2
dfrtp_1          16
clkbuf_4          3
-- timing repair --
action | CTS | global route
gates resized | 24 | 0
hold buffers | 0 | 0
setup endpoints to repair | 8 | 0
hold endpoints to repair | 0 | 0
-- worst max path at each step --
| stage | startpoint | end |
|---|---|---|
| 5_1_grt | u_mod_b.o_out[0] | o_out[0] |
| 4_1_cts | u_mod_b.o_out[2] | o_out[2] |
| 6_report | u_mod_b.o_out[2] | o_out[2] |
-- registers in the layout, summed over array words and instances, names as in the netlist --
| signal | flops |
|---|---|
| u_mod_a.o_out | 8 |
| u_mod_b.o_out | 8 |
-- power by group through the flow --
stage	registers, mW	logic (mW)	clock network (mW)
after CTS	0.686	0.0722	0.307
after global routing	0.689	0.0790	0.350
final	0.686	0.0693	0.288
-- final cells by class --
type	count	area (um2)
Fill cell	383	2760
Sequential cell	16	400.4
Timing Repair Buffer	19	145.1
Tap cell	46	57.56
Inverter	8	30.03
Clock buffer	3	22.52
-- cells by family after synthesis --
group / Yosys count / share of synthesized area [%]
flip-flops: 16 / 93.02
buffers and inverters: 8 / 6.977
Power figures rest on the tool's default switching activity, not on a simulated workload.
